[design/flow/design.v]
module c_seq_gen #(
    parameter nGenBit = 8
) (
    input clk,
    input rst,
    input        i_en,     
    input        i_load,   
    input [30:0] i_init,   
    output [nGenBit-1:0]  o_seq_bit,   
    output reg o_valid      
);
  always @(posedge clk, posedge rst) begin
    if (rst) begin
      o_valid <= 0;
    end else begin
      o_valid <= (i_en || i_load);
    end
  end
  wire [nGenBit-1:0] o_seq_bit_x1;
  x1_seq_gen #(
      .nGenBit(nGenBit)
  ) x1_seq_gen_dut (
      .clk(clk),
      .rst   (rst),
      .i_en  (i_en),
      .i_load(i_load),
      .o_seq_bit(o_seq_bit_x1)
  );
  wire [nGenBit-1:0] o_seq_bit_x2;
  x2_seq_gen #(
      .nGenBit(nGenBit)
  ) x2_seq_gen_dut (
      .clk(clk),
      .rst(rst),
      .i_en  (i_en),
      .i_load(i_load),
      .i_init(i_init),
      .o_seq_bit(o_seq_bit_x2)
  );
  assign o_seq_bit = (o_seq_bit_x1 ^ o_seq_bit_x2);
endmodule
module c_seq_gen_control #(
    parameter nGenBit = 8
) (
    input clk,
    input rst,
    input i_start,   
    input i_get,     
    input [30:0] i_init,       
    input [15:0] i_threshold,  
    output [nGenBit-1:0] o_gen_bit,    
    output               o_gen_done,
    output               o_valid
);
  reg [15:0] byte_count;
  wire gen_done = (byte_count > i_threshold);
  assign o_gen_done = (i_threshold == 0) ? 1 : (byte_count >= i_threshold);
  always @(posedge clk, posedge rst) begin
    if (rst) begin
      byte_count <= 0;
    end else begin
      if (i_start) begin
        byte_count <= 0;
      end else begin
        if (gen_done) begin
        end else begin
          byte_count <= byte_count + 1;   
        end
      end
    end
  end
  wire c_seq_gen_en = (i_get || (!gen_done));
  wire c_seq_gen_load = i_start;
  wire c_seq_gen_valid;
  c_seq_gen #(
      .nGenBit(nGenBit)
  ) c_seq_gen_dut (
      .clk(clk),
      .rst(rst),
      .i_en  (c_seq_gen_en),
      .i_load(c_seq_gen_load),
      .i_init(i_init),
      .o_seq_bit(o_gen_bit),
      .o_valid  (c_seq_gen_valid)
  );
  assign o_valid = (c_seq_gen_valid && gen_done);
endmodule
module mod_comb #(
    parameter [ 4:0] DIVIDER         = 12,
    parameter [33:0] ONE_DIV_DIVIDER = 34'h2AAAAAAAA   
) (
    input  [15:0] i_dividend,   
    output [15:0] o_result      
);
  wire [49:0] dividend_div_divider = i_dividend * ((i_dividend == 0) ? ONE_DIV_DIVIDER : ONE_DIV_DIVIDER + 1);   
  wire [12:0] rnd = dividend_div_divider[49:37];   
  wire [15:0] rnd_mul_divider = rnd * DIVIDER;   
  assign o_result = i_dividend - rnd_mul_divider;
endmodule
module x1_seq_gen #(
    parameter nGenBit = 8   
) (
    input clk,
    input rst,
    input i_en,    
    input i_load,  
    output reg [nGenBit-1:0] o_seq_bit   
);
  localparam [30:0] INIT = 1;   
  localparam [30:0] PARALLEL_MASK = 35263098;   
  reg [30:0] lfsr;   
  wire [nGenBit-1:0] new_val;
  wire [30+nGenBit:0] concat_new_val_lfsr = {new_val, lfsr};
  wire [30:0] masked_val[0:nGenBit-1];
  wire [nGenBit-1:0] seq_bit;
  genvar gen_index;
  for (gen_index = 0; gen_index < nGenBit; gen_index = gen_index + 1) begin : gen_structure
    assign new_val[gen_index] = (lfsr[gen_index+3] ^ lfsr[gen_index+0]);   
    assign masked_val[gen_index] = (concat_new_val_lfsr[gen_index+30:gen_index+0] & PARALLEL_MASK);
    assign seq_bit[gen_index] = (^(masked_val[gen_index]));
  end
  wire [30:0] next_lfsr = concat_new_val_lfsr[30+nGenBit:nGenBit];
  always @(posedge clk, posedge rst) begin
    if (rst) begin
      lfsr      <= 0;
      o_seq_bit <= 0;
    end else begin
      if (i_load) begin
        lfsr <= INIT;
        o_seq_bit <= seq_bit;
      end else if (i_en) begin
        lfsr      <= next_lfsr;
        o_seq_bit <= seq_bit;
      end
    end
  end
endmodule
module x2_seq_gen #(
    parameter nGenBit = 8   
) (
    input clk,
    input rst,
    input        i_en,     
    input        i_load,   
    input [30:0] i_init,   
    output reg [nGenBit-1:0] o_seq_bit   
);
  localparam [30:0] PARALLEL_MASK = 10031374;   
  reg [30:0] lfsr;   
  wire [nGenBit-1:0] new_val;
  wire [30+nGenBit:0] concat_new_val_lfsr = {new_val, lfsr};
  wire [30:0] masked_val[0:nGenBit-1];
  wire [nGenBit-1:0] seq_bit;
  genvar gen_index;
  for (gen_index = 0; gen_index < nGenBit; gen_index = gen_index + 1) begin : gen_structure
    assign new_val[gen_index] = (lfsr[gen_index+3] ^ lfsr[gen_index+2] ^ lfsr[gen_index+1] ^ lfsr[gen_index+0]);   
    assign masked_val[gen_index] = (concat_new_val_lfsr[gen_index+30:gen_index+0] & PARALLEL_MASK);
    assign seq_bit[gen_index] = (^(masked_val[gen_index]));
  end
  wire [30:0] next_lfsr = concat_new_val_lfsr[30+nGenBit:nGenBit];
  always @(posedge clk, posedge rst) begin
    if (rst) begin
      lfsr      <= 0;
      o_seq_bit <= 0;
    end else begin
      if (i_load) begin
        lfsr <= i_init;
        o_seq_bit <= seq_bit;
      end else if (i_en) begin
        lfsr      <= next_lfsr;
        o_seq_bit <= seq_bit;
      end
    end
  end
endmodule
module cyc_12_alpha_generator (
    input clk,
    input rst,
    input [2:0] i_pucch_format,   
    input i_start,   
    input i_get,     
    input [3:0] i_m0,   
    input [3:0] i_mcs,   
    input [7:0] i_nslot,   
    input [9:0] i_nid,   
    input [15:0] i_rnti,   
    output [7:0] o_gen_byte,
    output       o_can_get,        
    output [4:0] o_cyc_12_alpha,
    output       o_valid
);
  wire [3:0] m0 = i_m0;
  wire [3:0] mcs = i_mcs;
  localparam mint = 0;
  wire [ 9:0] nid = i_nid;
  wire [15:0] rnti = i_rnti;
  wire [ 7:0] nslot = i_nslot;
  localparam [3:0] nSlotSymb = 14;   
  localparam nGenBit = 8;
  wire [15:0] threshold = nSlotSymb * nslot;
  wire [ 7:0] ncs = o_gen_byte;
  reg  [30:0] cinit;
  always_comb begin
    case (i_pucch_format)
      0, 1:    cinit = {21'b0, nid};
      2, 3, 4: cinit = {rnti, 5'd0, nid};
      default: cinit = 31'dx;
    endcase
  end
  c_seq_gen_control #(
      .nGenBit(nGenBit)
  ) c_seq_gen_control_dut (
      .clk(clk),
      .rst(rst),
      .i_start    (i_start),
      .i_get      (i_get),
      .i_init     (cinit),
      .i_threshold(threshold),
      .o_gen_bit (o_gen_byte),
      .o_valid   (o_valid),
      .o_gen_done(o_can_get)
  );
  wire [15:0] sum_params = (m0 + mcs + mint + ncs);
  wire [15:0] cyc_12_alpha;   
  assign o_cyc_12_alpha = cyc_12_alpha;
  localparam DIVIDER_12 = 12;
  localparam ONE_DIV_DIVIDER_12 = 34'h2AAAAAAAA;
  mod_comb #(
      .DIVIDER        (DIVIDER_12),
      .ONE_DIV_DIVIDER(ONE_DIV_DIVIDER_12)
  ) mod_comb_12 (
      .i_dividend(sum_params),
      .o_result  (cyc_12_alpha)
  );
endmodule
[design/flow/run.sh]
#!/bin/bash
# OpenROAD 26Q1-2900-gdf79404cd8, Yosys 0.63+post, stock flow scripts
make -C /OpenROAD-flow-scripts/flow DESIGN_CONFIG=/design/flow/config.mk WORK_HOME=/design/flow/orfs finish
[design/flow/config.mk]
export PLATFORM = sky130hd
export DESIGN_NAME = cyc_12_alpha_generator
export DESIGN_NICKNAME = cyc_12_alpha_generator
export VERILOG_FILES = /design/flow/design.v
export SDC_FILE = /design/flow/constraint.sdc
export NUM_CORES = 4
export LEC_CHECK = 1
export CORE_UTILIZATION = 50
[design/flow/constraint.sdc]
current_design cyc_12_alpha_generator

set clk_period 14.7
set clk_io_pct 0.2

create_clock -name clk0 -period $clk_period [get_ports {clk}]

set non_clock_inputs [all_inputs -no_clocks]
set_input_delay [expr $clk_period * $clk_io_pct] -clock clk0 $non_clock_inputs
set_output_delay [expr $clk_period * $clk_io_pct] -clock clk0 [all_outputs]
==> ci_impl_report.md <==
### Flow metrics

| Metric | Value |
|---|---|
| Status | completed |
| CP max stage delay | 500 ps |
| R2R Path Start | c_seq_gen_control_dut.byte_count[2] |
| Start point of the critical path | i_m0[1] |
| Final core utilization | 58.2% |
| CTS clk-pin slew, worst paths | 60 ps |
| CP Buf/Inv Count | 5 |
| Initial antenna violation count | 0 |
| Die area | 17,000 um^2 |
| Main synth FF type | dfrtp_1 |
| Worst path required time | 11,760 ps |
| CTS tree | done |
| Vias per cell | 5.05 |
| Slowest cell on crit path | fa_1 |
| # DRC | 0 |
| Fin. max-slew vios | 0 |
| Critical path fanouts, max | 3 |
| DR pass1 iterations | 4 |
| CP Capture Point | o_cyc_12_alpha[4] |
| Synthesized registers | 95 |
| Distinct lib cells used | 55 |
| Final setup fails | 0 |
| H-tree levels | 3 |
| Skew final | 11.0 ps |
| Area of the mapped netlist | 8250 um^2 |
| DP HPWL | 12,000 um |
| # hold bufs at CTS | 0 |
| Crit path depth | 30 |
| Post-layout period usage | 93.3% |
| WS Path Type | in -> out |
| Tmin final | 13,720 ps |
| Fin. Hold Viols | 0 |
| Core Area | 16,000 um^2 |
| Share of post-route cells with drive strength above 1 | 14.2% |
| Arrival time at the worst endpoint | 10,780 ps |
| ANT nets after route | 0 |
| Most used cell, CP | xnor2_1 |
| Routed WL | 15,200 um |
| Number of setup buffers added after CTS | 0 |
| Post-synth seq share | 28.8% |
| GPL Wtd Cong | 0.893 |
| Tool warnings | 30 |
| Root Buffer | clkbuf_16 |
| I/O Pins | 64 |
| Most common cell in the synthesized netlist | xnor2_1 |
| Vias in the first global route | 5,308 |
| Synth async-reset ratio | 100% |
| Wire per inst | 14.4 um |
| Kind of cell adding the most delay to the critical path | adder cells |
| N_diodes | 0 |
| Late-Pin Clk Latency | 340 ps |
| Std-Cell Rows | 46 |
| Critical path endpoint category | output port |
| CP Launch Type | primary input |
| Yosys Chip Area | 8250 um^2 |
| Via count | 5,337 |
| Hold WC Path Type | reg -> reg |
| RSZ-0062 raised after global routing | no |
| Post-synth top area cell | dfrtp_1 |
| Max_slew headroom | 43.3% |
| Chip height | 130 um |
| CTS Buf Count | 9 |
| Mean post-synth cell area | 10.6 um^2 |
| Post-Syn Instances | 782 |
| Top post-synthesis cells by area | dfrtp_1 (29%), xnor2_1 (12%), mux2_2 (11%) |
| Yosys Instances | 782 |
| Cells on worst reg2reg path | 8 |
| Synthesis-to-layout area growth | 12.9% |
| HP Start | c_seq_gen_control_dut.byte_count[14] |
| Fp_density | 51.6% |
| Maxcap violations | 0 |
| Post-CTS sizing | 0 |
| First-pass GRT wire length | 25,800 um |
| R2R Setup Slk | 11,220 ps |
| # port buffers | 63 |
| EDFF count, synth | 0 |
| Slew @ Worst Pin | 848 ps |
| Dominant cell area share | 28.8% |
| Remaining Overflow, GRT | 0 |
| Detailed Route Iter0 Violations | 262 |
| Tot GR Track Use | 19.8% |
| Largest net degree at the start of global routing | 59 |
| Setup TNS | 0 ps |
| Die X | 130 um |
| Fmax | 72.9 MHz |
| Top cells by count | xnor2_1 (112), dfrtp_1 (95), mux2_2 (83) |
| Clk sinks | 95 |
| CTS max path bufs | 2 |
| Yosys warns | 5 |
## worst reg2reg max path, stage by stage, from the launching register on
cell and delay (ps):
dfrtp_1 440, ha_1 320, nor2b_1 130, o21ai_0 80, a21oi_1 320, o311ai_2 200, a21boi_4 720, buf_4 720
mux2_2 450
## layer usage
layer / wire length (um) / global-route usage [%] / vias to the layer above
li1: - / - / 2705
met1: 7700 / 32.6 / 2546
met2: 6660 / 29.5 / 78
met3: 696 / 3.81 / 8
met4: 119 / 1.22 / 0
met5: 0 / 0 / -
## final cells by class
type | instances | area (um^2)
sequential | 95 | 2380
clock buffer | 11 | 243
tap | 216 | 270
clock inverter | 5 | 63.8
multi-input combinational | 582 | 5400
inverter | 78 | 294
timing repair buffer | 69 | 671
fill | 1379 | 6680
## state kept, by name, summed over array words and instances (netlist names)
register,flops
c_seq_gen_control_dut.byte_count,16
c_seq_gen_control_dut.c_seq_gen_dut.x2_seq_gen_dut.o_seq_bit,8
c_seq_gen_control_dut.c_seq_gen_dut.x2_seq_gen_dut.lfsr,31
c_seq_gen_control_dut.c_seq_gen_dut.x1_seq_gen_dut.o_seq_bit,8
c_seq_gen_control_dut.c_seq_gen_dut.o_valid,1
c_seq_gen_control_dut.c_seq_gen_dut.x1_seq_gen_dut.lfsr,31
## how the worst min path moves through the flow
stage | end | slack, ps | cells past startpoint
4_1_cts | c_seq_gen_control_dut.byte_count[14] | 510 | 1
5_1_grt | c_seq_gen_control_dut.byte_count[14] | 540 | 1
6_report | c_seq_gen_control_dut.byte_count[14] | 510 | 1
## cells by family (layout without fill, tap and decap cells)
group                    after synthesis  count (layout)  share of synthesized area (%)
XOR/XNOR                             153             153                           16.2
AND/OR/NAND/NOR                      145             145                           9.78
adder cells (fa/ha/maj)              107             107                           19.8
buffers and inverters                105             163                           5.79
multiplexers                          98              98                           13.2
flip-flops                            95              95                           28.8
AND-OR/OR-AND                         79              79                           6.41
## cells in the final DEF (no fill, tap or decap), drive strengths merged, types with 4 or more instances in the layout
cell	count
o21ai	18
a21o	11
nor3	5
nand2	23
nor2	39
a21oi	27
clkbuf	11
xnor2	112
mux2i	10
ha	68
and3	4
nor4b	4
xor2	41
fa	39
nand4	6
a211oi	5
nand3	6
nor4	6
nor2b	43
dfrtp	95
clkdlybuf4s50	62
inv	79
mux2	88
buf	7
## per-stage QoR
step	area, um^2	setup slack, ps	hold WS (ps)	cells
after floorplan	8250	2340	465	782
after global placement	9010	1100	487	1040
after detailed placement	9010	999	491	1040
after CTS	9320	964	514	1056
after global routing	9320	475	541	1056
final	9320	983	514	1056
