`design/flow/run.sh`:
```
#!/bin/bash
# OpenROAD 26Q1-2900-gdf79404cd8, Yosys 0.63+post, stock flow scripts
make -C /OpenROAD-flow-scripts/flow DESIGN_CONFIG=/design/flow/config.mk WORK_HOME=/design/flow/orfs finish
```
`design/flow/config.mk`:
```
export PLATFORM = sky130hd
export DESIGN_NAME = cyc_24
export DESIGN_NICKNAME = cyc_24
export VERILOG_FILES = /design/flow/design.v
export SDC_FILE = /design/flow/constraint.sdc
export NUM_CORES = 4
export LEC_CHECK = 1
export CORE_AREA = 10 10 80 80
export DIE_AREA = 0 0 90 90
```
`design/flow/design.v`:
```
module cyc_24 (
    input [4:0] i_point_index,   
    output signed [15:0] o_point_re,   
    output signed [15:0] o_point_im    
);
  wire signed [15:0] point_im[0:23];
  wire signed [15:0] point_re[0:23];
  assign point_re[0]  = 'b0111111111111111;
  assign point_re[1]  = 'b0111101110100011;
  assign point_re[2]  = 'b0110111011011010;
  assign point_re[3]  = 'b0101101010000010;
  assign point_re[4]  = 'b0100000000000000;
  assign point_re[5]  = 'b0010000100100001;
  assign point_re[6]  = 'b0000000000000000;
  assign point_re[7]  = 'b1101111011011111;
  assign point_re[8]  = 'b1100000000000000;
  assign point_re[9]  = 'b1010010101111110;
  assign point_re[10] = 'b1001000100100110;
  assign point_re[11] = 'b1000010001011101;
  assign point_re[12] = 'b1000000000000000;
  assign point_re[13] = 'b1000010001011101;
  assign point_re[14] = 'b1001000100100110;
  assign point_re[15] = 'b1010010101111110;
  assign point_re[16] = 'b1100000000000000;
  assign point_re[17] = 'b1101111011011111;
  assign point_re[18] = 'b0000000000000000;
  assign point_re[19] = 'b0010000100100001;
  assign point_re[20] = 'b0100000000000000;
  assign point_re[21] = 'b0101101010000010;
  assign point_re[22] = 'b0110111011011010;
  assign point_re[23] = 'b0111101110100011;
  assign point_im[0]  = 'b0000000000000000;
  assign point_im[1]  = 'b0010000100100001;
  assign point_im[2]  = 'b0100000000000000;
  assign point_im[3]  = 'b0101101010000010;
  assign point_im[4]  = 'b0110111011011010;
  assign point_im[5]  = 'b0111101110100011;
  assign point_im[6]  = 'b0111111111111111;
  assign point_im[7]  = 'b0111101110100011;
  assign point_im[8]  = 'b0110111011011010;
  assign point_im[9]  = 'b0101101010000010;
  assign point_im[10] = 'b0100000000000000;
  assign point_im[11] = 'b0010000100100001;
  assign point_im[12] = 'b0000000000000000;
  assign point_im[13] = 'b1101111011011111;
  assign point_im[14] = 'b1100000000000000;
  assign point_im[15] = 'b1010010101111110;
  assign point_im[16] = 'b1001000100100110;
  assign point_im[17] = 'b1000010001011101;
  assign point_im[18] = 'b1000000000000000;
  assign point_im[19] = 'b1000010001011101;
  assign point_im[20] = 'b1001000100100110;
  assign point_im[21] = 'b1010010101111110;
  assign point_im[22] = 'b1100000000000000;
  assign point_im[23] = 'b1101111011011111;
  assign o_point_re   = point_re[i_point_index];
  assign o_point_im   = point_im[i_point_index];
endmodule
```
`design/flow/constraint.sdc`:
```
current_design cyc_24

set clk_period 4.4
set clk_io_pct 0.2

create_clock -name clk0 -period $clk_period

set non_clock_inputs [all_inputs -no_clocks]
set_input_delay [expr $clk_period * $clk_io_pct] -clock clk0 $non_clock_inputs
set_output_delay [expr $clk_period * $clk_io_pct] -clock clk0 [all_outputs]
```
==> results.yml <==
# synthesis and place-and-route metrics
global_route:
  track_usage: 0.0649
  grt_max_degree: 28
  antenna_found_initial: 0
  overflow: 0
  grt_pass1_vias: 908
  grt_pass1_wl_mm: 4.62
final_timing:
  fmax_mhz: 264
  setup_violations: 0
  min_period_ps: 3790
  rsz0062_at_grt: "no"
  period_used_share: 0.862
  setup-tns-final_ps: 0
  finalMaxSlewViolations: 0
  slew_headroom: 0.625
  tightest_slew_ps: 560
  hold_violations: 0
outcome:
  status: "completed"
detailed_routing:
  viasPerCell: 4.47
  diodes: 0
  first_pass_iters: 4
  post_drt_wl_per_cell_um: 13.1
  remaining_drc_errors: 0
  drt-total-wl_mm: 2.80
  dr_total_vias: 957
  antenna_left: 0
  drt_iter0_markers: 86
placed_design:
  gp_congestion: 0.875
  post-dp-hpwl_mm: 2.17
  portBuffers: 37
  dpl_cell_area_um2: 1170
  dp.cells: 214
final_layout:
  stdcell_count: 214
  clkbuf_count: 0
  final_cell_mix: "clkdlybuf4s50_1 (37), o21ai_0 (13), a21oi_1 (12), buf_4 (9), nand2b_1 (8)"
  ff_count: 0
  drive_gt1_frac: 0.109
  design_area_um2: 1170
  syn2layout_area_growth_pct: 41.0
  seq_area_um2: 0
  final_common_cell: "clkdlybuf4s50_1"
critical_path:
  critPathKind: "input pin to output port"
  crit_path_end_kind: "output port"
  slowest_stage: "clkdlybuf4s50_1"
  path_cells: "clkdlybuf4s50_1 -> buf_4 -> nor2b_1 -> o21ai_0 -> a2bb2oi_1 -> clkdlybuf4s50_1"
  worst-path-buf-inv: 3
  cp.required_ps: 3520
  crit_top_cell: "clkdlybuf4s50_1"
  crit_arrival_ps: 2910
  slowest_delay_ps: 740
  crit_family: "buffers and inverters"
  path_max_fanout: 13
  cp-start-kind: "input pin"
die:
  core_um2: 4720
  die_w_um: 90
  rows: 25
  dieArea_um2: 8100
  die_h_um: 90
  fp_util: 0.175
  io_pins: 37
min_path:
  hold_end: "o_point_re[12]"
  hold_path_depth: 5
  hp-class: "input pin to output port"
  hold_start: "i_point_index[4]"
power:
  comb_power_share: 1.000
  p_leak_nw: 0.402
  internal-power_uw: 80.4
  cellPowerDensity_nw_per_um2: 116
  switchingPower_uw: 54.7
  p_clk_frac: 0
  p_seq_frac: 0
  vdd_drop_max_v: 0.0000212
  switching_share: 0.405
logic_synthesis:
  ys_chip_area_um2: 827
  postSynthCellCount: 128
  ys_warn_count: 1
  synth_area_um2: 827
  ys_cells: 128
  syn_avg_cell_area_um2: 6.46
  ys_seq_share: 0
  ys_types: 43
clocking:
  cts_setup_buffers: 0
  cts_hold_buffers: 0
  cts_resized: 0
flow_run:
  warnings: 32
  maxCapViolations: 0
## synth_stat cells, types with 3 or more instances
master / number / area share
a21oi_1: 12 / 0.073
and2_1: 3 / 0.023
buf_2: 8 / 0.048
buf_4: 15 / 0.14
inv_1: 3 / 0.014
nand2_1: 7 / 0.032
nand2b_1: 8 / 0.061
nand3_1: 4 / 0.024
nor2_1: 4 / 0.018
nor2b_1: 4 / 0.030
o211ai_1: 3 / 0.027
o21ai_0: 13 / 0.079
xor2_1: 3 / 0.032
## power by group through the flow
stage | Sequential, mW | Combinational [mW] | Clock, mW
4_1_cts | 0 | 0.138 | 0
5_1_grt | 0 | 0.150 | 0
6_report | 0 | 0.135 | 0
## routing by layer
| metal | up-vias | part of all wire | track usage |
|---|---|---|---|
| met5 | - | 0 | 0 |
| met4 | 0 | 0 | 0 |
| met3 | 0 | 0.072 | 0.0159 |
| met2 | 22 | 0.46 | 0.112 |
| met1 | 433 | 0.47 | 0.0845 |
| li1 | 502 | - | - |
## stage by stage
step                       util  hold slack [ps]  worst slack [ps]  power, mW
after global routing      0.247             2910               430      0.150
after detailed placement  0.247             2880               620      0.137
after floorplan               -             1890              1760     0.0747
final                     0.247             2860               607      0.135
after CTS                 0.247             2880               608      0.138
after global placement    0.247             2880               609      0.137
## cell families (layout without fill, tap and decap cells)
family                   Yosys count  count (layout)  share of synthesized area
AND/OR/NAND/NOR                   38              38                      0.263
multiplexers                       1               1                     0.0121
AND-OR/OR-AND                     54              54                      0.440
XOR/XNOR                           3               3                     0.0318
adder cells (fa/ha/maj)            1               1                     0.0136
buffers and inverters             31              50                      0.239
## worst max path at each step
| stage | cells past startpoint | slack (ps) | endpoint | start |
|---|---|---|---|---|
| finish | 6 | 610 | o_point_im[14] | i_point_index[2] |
| global route | 6 | 430 | o_point_re[2] | i_point_index[2] |
| CTS | 7 | 610 | o_point_im[0] | i_point_index[2] |
## area by class of cell
cell class	count	area, µm²
fillers	530	3560
inverters	4	15.0
well taps	67	83.8
multi-input cells	97	629
repair buffers	46	438
## tightest hold or removal path: cells and delay by family
kind	cells	cell delay, ps
buffers and inverters	4	1040
AND-OR/OR-AND	1	60
No activity file was given, so power comes from the tool's default toggle rates.
